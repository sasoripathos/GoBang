==> /design/flow/design.v <==
module Memory_Read(in, select, out);
    output [1:0] out; 
    input [7:0] select;
    input [511:0] in;
    wire [31:0] row_out;
    Y_Coordinate_Select_Read rowout0(.in(in[31:0]), .select(select[3:0]), .out(row_out[1:0]));
    Y_Coordinate_Select_Read rowout1(.in(in[63:32]), .select(select[3:0]), .out(row_out[3:2]));
    Y_Coordinate_Select_Read rowout2(.in(in[95:64]), .select(select[3:0]), .out(row_out[5:4]));
    Y_Coordinate_Select_Read rowout3(.in(in[127:96]), .select(select[3:0]), .out(row_out[7:6]));
    Y_Coordinate_Select_Read rowout4(.in(in[159:128]), .select(select[3:0]), .out(row_out[9:8]));
    Y_Coordinate_Select_Read rowout5(.in(in[191:160]), .select(select[3:0]), .out(row_out[11:10]));
    Y_Coordinate_Select_Read rowout6(.in(in[223:192]), .select(select[3:0]), .out(row_out[13:12]));
    Y_Coordinate_Select_Read rowout7(.in(in[255:224]), .select(select[3:0]), .out(row_out[15:14]));
    Y_Coordinate_Select_Read rowout8(.in(in[287:256]), .select(select[3:0]), .out(row_out[17:16]));
    Y_Coordinate_Select_Read rowout9(.in(in[319:288]), .select(select[3:0]), .out(row_out[19:18]));
    Y_Coordinate_Select_Read rowout10(.in(in[351:320]), .select(select[3:0]), .out(row_out[21:20]));
    Y_Coordinate_Select_Read rowout11(.in(in[383:352]), .select(select[3:0]), .out(row_out[23:22]));
    Y_Coordinate_Select_Read rowout12(.in(in[415:384]), .select(select[3:0]), .out(row_out[25:24]));
    Y_Coordinate_Select_Read rowout13(.in(in[447:416]), .select(select[3:0]), .out(row_out[27:26]));
    Y_Coordinate_Select_Read rowout14(.in(in[479:448]), .select(select[3:0]), .out(row_out[29:28]));
    Y_Coordinate_Select_Read rowout15(.in(in[511:480]), .select(select[3:0]), .out(row_out[31:30]));
    Select16to1 getDataFromRow(.in(row_out[31:0]), .select(select[7:4]), .out(out[1:0]));
endmodule
module Select16to1(in, select, out);
    input [31:0] in;  
    input [3:0] select;  
    output [1:0] out;  
    reg [1:0] reg_out;
    always @ (*)
    begin
        case (select[3:0])
            4'd0: reg_out[1:0] <= in[1:0];  
            4'd1: reg_out[1:0] <= in[3:2];  
            4'd2: reg_out[1:0] <= in[5:4];  
            4'd3: reg_out[1:0] <= in[7:6];  
            4'd4: reg_out[1:0] <= in[9:8];  
            4'd5: reg_out[1:0] <= in[11:10];  
            4'd6: reg_out[1:0] <= in[13:12];  
            4'd7: reg_out[1:0] <= in[15:14];  
            4'd8: reg_out[1:0] <= in[17:16];  
            4'd9: reg_out[1:0] <= in[19:18];  
            4'd10: reg_out[1:0] <= in[21:20];  
            4'd11: reg_out[1:0] <= in[23:22];  
            4'd12: reg_out[1:0] <= in[25:24];  
            4'd13: reg_out[1:0] <= in[27:26];  
            4'd14: reg_out[1:0] <= in[29:28];  
            4'd15: reg_out[1:0] <= in[31:30];  
       endcase
    end
    assign out[1:0] = reg_out[1:0];
endmodule
module Y_Coordinate_Select_Read(in, select, out);
    input [31:0] in;  
    input [3:0] select;  
    output [1:0] out;  
    Select16to1 getDataFromPoint(.in(in), .select(select), .out(out));
endmodule
==> /design/flow/run.sh <==
#!/bin/bash
# OpenROAD 26Q1-2900-gdf79404cd8, Yosys 0.63+post, stock flow scripts
make -C /OpenROAD-flow-scripts/flow DESIGN_CONFIG=/design/flow/config.mk WORK_HOME=/design/flow/orfs finish
==> /design/flow/config.mk <==
export PLATFORM = sky130hd
export DESIGN_NAME = Memory_Read
export DESIGN_NICKNAME = Memory_Read
export VERILOG_FILES = /design/flow/design.v
export SDC_FILE = /design/flow/constraint.sdc
export NUM_CORES = 4
export LEC_CHECK = 1
export CORE_AREA = 10 10 206 206
export DIE_AREA = 0 0 216 216
==> /design/flow/constraint.sdc <==
current_design Memory_Read

set clk_period 7.4
set clk_io_pct 0.2

create_clock -name clk0 -period $clk_period

set non_clock_inputs [all_inputs -no_clocks]
set_input_delay [expr $clk_period * $clk_io_pct] -clock clk0 $non_clock_inputs
set_output_delay [expr $clk_period * $clk_io_pct] -clock clk0 [all_outputs]
==> metrics.yaml <==
die_width_um: 216
hold_path_depth: 5
grtUsageTotal_pct: 26.9
maxSlewHeadroom_pct: 42.0
timing.critical_path.from_type: "input port"
result_of_the_run: "complete, no violations"
drt_iter0_markers: 811
setup_viol: 0
route.antenna.remaining_nets: 0
sequential_share_of_power_pct: 0
lay_top_cells: "518 x sky130_fd_sc_hd__clkdlybuf4s50_1, 59 x sky130_fd_sc_hd__a22oi_1, 58 x sky130_fd_sc_hd__buf_4"
ys_types: 71
p_leak_uw: 0.00365
dp.final_hpwl_mm: 55.8
worst_pin_slew_ns: 0.849
finalNonFillerCells: 1679
layout_top_cell_excl_fill_tap: "sky130_fd_sc_hd__clkdlybuf4s50_1"
wl_per_cell_um: 38.9
layout.filler_cells: 4101
logic_area_um2: 4350
combPwrFrac_pct: 100.0
floorplan.rows: 71
design.seq.count: 0
cellPowerDensity_nw_per_um2: 62.4
place.gp.congestion: 0.989
synth_warnings: 1
yosys_area_um2: 4750
port-buffer-count: 522
post-cts-setup-buffer-count: 0
max_freq_mhz: 146
vias: 8783
cts_resized: 0
dp_slack_ns: 0.601
grt_start_max_net_pins: 64
chip_area_um2: 46700
synth.avg_cell_area_um2: 7.05
critical_path_class: "in -> out"
netlist_instances: 674
holdBufCountCts: 0
timing.hold.worst_endpoint: "out[0]"
timing.critical_path.to_type: "primary output"
number_of_global_route_vias_before_repair: 9315
flip_flop_and_latch_area_um2: 0
period_needed_ns: 6.85
floorplan.die.height_um: 216
cap_viol_max_count: 0
crit_fanout: 63
fraction_of_layout_cells_with_a_size_suffix_above_1_pct: 9.44
ys_cells: 674
grt_antenna_before_repair: 11
vias_per_cell: 5.23
min_path_type: "in -> out"
rsz0062_at_grt: "no"
arrival_ns: 5.37
detailedRoute.firstPassIterationCount: 5
setup_ws_ns: 0.546
power_report.internal_total_uw: 359
synth_area_um2: 4750
layout-area-overhead-vs-synth_pct: 124
slew_limit_fails: 0
placedCellCount: 1676
switching_power_uw: 305
cp_data_required_time_ns: 5.92
yosysSeqAreaShare_pct: 0
min_from: "in[0]"
n_clock_buffer: 0
count_of_tool_warnings: 32
drc: 0
num_io_pins: 522
grt_first_pass_wirelength_mm: 85.7
sw_frac_of_total_pct: 45.9
overflow: 0
timing.final.crit_share_pct: 92.6
clock_share_of_power_pct: 0
peakVddDrop_mv: 0.0273
drt-total-wl_mm: 65.3
setup_total_negative_slack_ns: 0
fp_util_pct: 12.6
placeableCoreArea_um2: 37800
final-hold-violation-count: 0
power groups by stage:
stage	Combinational (uW)	Clock (uW)	Sequential, uW
global route	688	0.0000181	0
finish	663	0.0000543	0
CTS	658	0	0
per-layer routing:
layer / part of all wire, % / wire (um) / GRT usage [%]
met2: 47 / 30900 / 44.3
met3: 10 / 6730 / 10.4
met4: 1.6 / 1060 / 3.85
met5: 0.15 / 100 / 0
met1: 41 / 26500 / 33.4
cells by family after synthesis:
logic type	Yosys count	share of synthesized area, %
AOI/OAI and AO/OA	327	53.1
buffers and inverters	89	9.17
muxes	73	16.3
and+or+nand+nor	185	21.5
critical path: stages:
cell and delay (ns):
sky130_fd_sc_hd__buf_4 0.63, sky130_fd_sc_hd__nor2b_2 0.28, sky130_fd_sc_hd__buf_4 0.27, sky130_fd_sc_hd__a32o_1 0.26
sky130_fd_sc_hd__a2111oi_0 0.78, sky130_fd_sc_hd__buf_4 0.24, sky130_fd_sc_hd__a21oi_1 0.06, sky130_fd_sc_hd__or4b_1 0.53
sky130_fd_sc_hd__o31a_1 0.29, sky130_fd_sc_hd__clkdlybuf4s50_1 0.49
metrics by stage:
step           hold WS (ns)  total power (uW)  utilization [%]  area [um2]
2_1_floorplan          3.14               198                -        4750
3_3_place_gp           4.14               658             28.1       10600
3_5_place_dp           4.14               655             28.1       10600
4_1_cts                4.15               658             28.1       10600
5_1_grt                4.22               688             28.1       10600
6_report               4.13               663             28.2       10600
synth_stat cells (all sizes together), types with 18 or more instances:
cell type | number | area, um2
a32oi | 27 | 236
a21oi | 30 | 150
a22o | 25 | 219
o21ai | 27 | 135
buf | 44 | 267
clkbuf | 41 | 154
o221ai | 22 | 193
a221oi | 22 | 199
nand2 | 36 | 135
a22oi | 59 | 443
mux2i | 40 | 400
o22ai | 20 | 125
nor2 | 37 | 141
mux2 | 33 | 372
nand3 | 18 | 90.1
worst max-delay path by stage:
| stage | cells past startpoint | to | startpoint | slack, ns |
|---|---|---|---|---|
| final | 10 | out[1] | select[1] | 0.55 |
| after global routing | 10 | out[1] | select[1] | 0.45 |
| after CTS | 10 | out[1] | select[1] | 0.57 |
cell type report:
cell class	instances	share of cell area (%)
Multi-Input combinational cell	585	40.9
Timing Repair Buffer	576	52.9
Tap cell	511	6.01
Antenna cell	3	0.0706
Inverter	4	0.141
Power and IR drop assume default switching activity.
