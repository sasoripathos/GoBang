$ cat design/flow/config.mk
export PLATFORM = sky130hd
export DESIGN_NAME = Memory_Write
export DESIGN_NICKNAME = Memory_Write
export VERILOG_FILES = /design/flow/design.v
export SDC_FILE = /design/flow/constraint.sdc
export NUM_CORES = 4
export LEC_CHECK = 1
export CORE_UTILIZATION = 40
$ cat design/flow/constraint.sdc
current_design Memory_Write

set clk_period 1.0
set clk_io_pct 0.2

create_clock -name clk0 -period $clk_period [get_ports {clock}]

set non_clock_inputs [all_inputs -no_clocks]
set_input_delay [expr $clk_period * $clk_io_pct] -clock clk0 $non_clock_inputs
set_output_delay [expr $clk_period * $clk_io_pct] -clock clk0 [all_outputs]
$ cat design/flow/design.v
module D_Flip_Flop(d, clock, write_enable, reset, q);
    input d, clock, reset, write_enable;
    output reg q;
    initial begin
       q = 0;
    end
    always@(posedge clock, negedge reset) begin
        if (reset == 1'b0)
            q <= 0;
        else if (write_enable)
            q <= d;
    end
endmodule
module Enable_select(enable, select, out);
    input [3:0] select;  
    input enable;
    output [15:0] out;
    reg [15:0] reg_out;
    initial  begin
        reg_out[15:0] = 16'd0;
    end
    always @ (*)
    begin
        case (select[3:0])
            4'd0: reg_out[15:0] <= enable ? 16'b0000_0000_0000_0001 : 16'd0;  
            4'd1: reg_out[15:0] <= enable ? 16'b0000_0000_0000_0010 : 16'd0;  
            4'd2: reg_out[15:0] <= enable ? 16'b0000_0000_0000_0100 : 16'd0;  
            4'd3: reg_out[15:0] <= enable ? 16'b0000_0000_0000_1000 : 16'd0;  
            4'd4: reg_out[15:0] <= enable ? 16'b0000_0000_0001_0000 : 16'd0;  
            4'd5: reg_out[15:0] <= enable ? 16'b0000_0000_0010_0000 : 16'd0;  
            4'd6: reg_out[15:0] <= enable ? 16'b0000_0000_0100_0000 : 16'd0;  
            4'd7: reg_out[15:0] <= enable ? 16'b0000_0000_1000_0000 : 16'd0;  
            4'd8: reg_out[15:0] <= enable ? 16'b0000_0001_0000_0000 : 16'd0;  
            4'd9: reg_out[15:0] <= enable ? 16'b0000_0010_0000_0000 : 16'd0;  
            4'd10: reg_out[15:0] <= enable ? 16'b0000_0100_0000_0000 : 16'd0;  
            4'd11: reg_out[15:0] <= enable ? 16'b0000_1000_0000_0000 : 16'd0;  
            4'd12: reg_out[15:0] <= enable ? 16'b0001_0000_0000_0000 : 16'd0;  
            4'd13: reg_out[15:0] <= enable ? 16'b0010_0000_0000_0000 : 16'd0;  
            4'd14: reg_out[15:0] <= enable ? 16'b0100_0000_0000_0000 : 16'd0;  
            4'd15: reg_out[15:0] <= enable ? 16'b1000_0000_0000_0000 : 16'd0;  
       endcase
    end
    assign out[15:0] = reg_out[15:0];
endmodule
module Memory_Write(in, select, out, clock, reset, write_enable);
    input [1:0] in;
    input [7:0] select;
    input clock, reset, write_enable; 
    output [511:0] out;
    wire [511:0] data_out;
    wire [31:0] row_in;
    wire [15:0] enable;
    Select1to16 transDataToRow(.in(in[1:0]), .select(select[7:4]), .out(row_in[31:0]));
    Enable_select enableEachRow(.enable(write_enable), .select(select[7:4]), .out(enable[15:0]));
    Y_Coordinate_Select_Write rowin0(.in(row_in[1:0]), .select(select[3:0]), .out(data_out[31:0]), .clock(clock), .reset(reset), .write_enable(enable[0]));
    Y_Coordinate_Select_Write rowin1(.in(row_in[3:2]), .select(select[3:0]), .out(data_out[63:32]), .clock(clock), .reset(reset), .write_enable(enable[1]));
    Y_Coordinate_Select_Write rowin2(.in(row_in[5:4]), .select(select[3:0]), .out(data_out[95:64]), .clock(clock), .reset(reset), .write_enable(enable[2]));
    Y_Coordinate_Select_Write rowin3(.in(row_in[7:6]), .select(select[3:0]), .out(data_out[127:96]), .clock(clock), .reset(reset), .write_enable(enable[3]));
    Y_Coordinate_Select_Write rowin4(.in(row_in[9:8]), .select(select[3:0]), .out(data_out[159:128]), .clock(clock), .reset(reset), .write_enable(enable[4]));
    Y_Coordinate_Select_Write rowin5(.in(row_in[11:10]), .select(select[3:0]), .out(data_out[191:160]), .clock(clock), .reset(reset), .write_enable(enable[5]));
    Y_Coordinate_Select_Write rowin6(.in(row_in[13:12]), .select(select[3:0]), .out(data_out[223:192]), .clock(clock), .reset(reset), .write_enable(enable[6]));
    Y_Coordinate_Select_Write rowin7(.in(row_in[15:14]), .select(select[3:0]), .out(data_out[255:224]), .clock(clock), .reset(reset), .write_enable(enable[7]));
    Y_Coordinate_Select_Write rowin8(.in(row_in[17:16]), .select(select[3:0]), .out(data_out[287:256]), .clock(clock), .reset(reset), .write_enable(enable[8]));
    Y_Coordinate_Select_Write rowin9(.in(row_in[19:18]), .select(select[3:0]), .out(data_out[319:288]), .clock(clock), .reset(reset), .write_enable(enable[9]));
    Y_Coordinate_Select_Write rowin10(.in(row_in[21:20]), .select(select[3:0]), .out(data_out[351:320]), .clock(clock), .reset(reset), .write_enable(enable[10]));
    Y_Coordinate_Select_Write rowin11(.in(row_in[23:22]), .select(select[3:0]), .out(data_out[383:352]), .clock(clock), .reset(reset), .write_enable(enable[11]));
    Y_Coordinate_Select_Write rowin12(.in(row_in[25:24]), .select(select[3:0]), .out(data_out[415:384]), .clock(clock), .reset(reset), .write_enable(enable[12]));
    Y_Coordinate_Select_Write rowin13(.in(row_in[27:26]), .select(select[3:0]), .out(data_out[447:416]), .clock(clock), .reset(reset), .write_enable(enable[13]));
    Y_Coordinate_Select_Write rowin14(.in(row_in[29:28]), .select(select[3:0]), .out(data_out[479:448]), .clock(clock), .reset(reset), .write_enable(enable[14]));
    Y_Coordinate_Select_Write rowin15(.in(row_in[31:30]), .select(select[3:0]), .out(data_out[511:480]), .clock(clock), .reset(reset), .write_enable(enable[15]));
    assign out[511:0] = data_out[511:0];
endmodule
module PointInfor(d, clock, reset, write_enable, q);
    input [1:0] d;  
    input clock, reset, write_enable;  
    output [1:0] q;  
    D_Flip_Flop first_bit(.d(d[1]), .clock(clock), .write_enable(write_enable), .reset(reset), .q(q[1]));
    D_Flip_Flop second_bit(.d(d[0]), .clock(clock), .write_enable(write_enable), .reset(reset), .q(q[0]));
endmodule
module Select1to16(in, select, out);
    input [1:0] in;  
    input [3:0] select;  
    output [31:0] out;
	 reg [31:0] reg_out;
    always @ (*)
    begin
        case (select[3:0])
            4'd0: reg_out[1:0] <= in[1:0];  
            4'd1: reg_out[3:2] <= in[1:0];  
            4'd2: reg_out[5:4] <= in[1:0];  
            4'd3: reg_out[7:6] <= in[1:0];  
            4'd4: reg_out[9:8] <= in[1:0];  
            4'd5: reg_out[11:10] <= in[1:0];  
            4'd6: reg_out[13:12] <= in[1:0];  
            4'd7: reg_out[15:14] <= in[1:0];  
            4'd8: reg_out[17:16] <= in[1:0];  
            4'd9: reg_out[19:18] <= in[1:0];  
            4'd10: reg_out[21:20] <= in[1:0];  
            4'd11: reg_out[23:22] <= in[1:0];  
            4'd12: reg_out[25:24] <= in[1:0];  
            4'd13: reg_out[27:26] <= in[1:0];  
            4'd14: reg_out[29:28] <= in[1:0];  
            4'd15: reg_out[31:30] <= in[1:0];  
       endcase
    end
    assign out[31:0] = reg_out[31:0];
endmodule
module Y_Coordinate_Select_Write(in, select, out, clock, reset, write_enable);
    input [1:0] in;  
    input [3:0] select;  
    input clock, reset;  
    input write_enable;
    output [31:0] out;
    wire [31:0] data_out;
    wire [31:0] point_in;
    wire [15:0] enable;
    Select1to16 transDataToPoint(.in(in[1:0]), .select(select[3:0]), .out(point_in[31:0]));
    Enable_select enableEachPoint(.enable(write_enable), .select(select[3:0]), .out(enable[15:0]));
    PointInfor point0(.d(point_in[1:0]), .clock(clock), .reset(reset), .write_enable(enable[0]), .q(data_out[1:0]));
    PointInfor point1(.d(point_in[3:2]), .clock(clock), .reset(reset), .write_enable(enable[1]), .q(data_out[3:2]));
    PointInfor point2(.d(point_in[5:4]), .clock(clock), .reset(reset), .write_enable(enable[2]), .q(data_out[5:4]));
    PointInfor point3(.d(point_in[7:6]), .clock(clock), .reset(reset), .write_enable(enable[3]), .q(data_out[7:6]));
    PointInfor point4(.d(point_in[9:8]), .clock(clock), .reset(reset), .write_enable(enable[4]), .q(data_out[9:8]));
    PointInfor point5(.d(point_in[11:10]), .clock(clock), .reset(reset), .write_enable(enable[5]), .q(data_out[11:10]));
    PointInfor point6(.d(point_in[13:12]), .clock(clock), .reset(reset), .write_enable(enable[6]), .q(data_out[13:12]));
    PointInfor point7(.d(point_in[15:14]), .clock(clock), .reset(reset), .write_enable(enable[7]), .q(data_out[15:14]));
    PointInfor point8(.d(point_in[17:16]), .clock(clock), .reset(reset), .write_enable(enable[8]), .q(data_out[17:16]));
    PointInfor point9(.d(point_in[19:18]), .clock(clock), .reset(reset), .write_enable(enable[9]), .q(data_out[19:18]));
    PointInfor point10(.d(point_in[21:20]), .clock(clock), .reset(reset), .write_enable(enable[10]), .q(data_out[21:20]));
    PointInfor point11(.d(point_in[23:22]), .clock(clock), .reset(reset), .write_enable(enable[11]), .q(data_out[23:22]));
    PointInfor point12(.d(point_in[25:24]), .clock(clock), .reset(reset), .write_enable(enable[12]), .q(data_out[25:24]));
    PointInfor point13(.d(point_in[27:26]), .clock(clock), .reset(reset), .write_enable(enable[13]), .q(data_out[27:26]));
    PointInfor point14(.d(point_in[29:28]), .clock(clock), .reset(reset), .write_enable(enable[14]), .q(data_out[29:28]));
    PointInfor point15(.d(point_in[31:30]), .clock(clock), .reset(reset), .write_enable(enable[15]), .q(data_out[31:30]));
    assign out[31:0] = data_out[31:0];
endmodule
$ cat design/flow/run.sh
#!/bin/bash
# OpenROAD 26Q1-2900-gdf79404cd8, Yosys 0.63+post, stock flow scripts
make -C /OpenROAD-flow-scripts/flow DESIGN_CONFIG=/design/flow/config.mk WORK_HOME=/design/flow/orfs finish
==> qor.txt <==
Drt initial violations -> 882
Critical-path maximum fanout -> 2
Max-slew violation count -> 0
Boundary pin count -> 525
Placer Congestion -> 0.846
Min cycle time layout -> 1.42 ns
Pre-Place Util -> 40.7%
Endpoints left unconstrained -> 544
Cell Area, Placed -> 40300 sq um
Yosys cell count -> 2476
Chip Area -> 83500 sq um
# rows -> 104
Diode count -> 0
RSZ-0062 raised after global routing -> true
Hold Slack -> 0.196 ns
Vias in the first global route -> 20872
Share of layout cells above drive strength 1 -> 63.8%
Setup violations, final -> 1015
Initial antenna violation count -> 7
Worst Hold Class -> in -> reg
Register pins left without a clock -> 544
Final Cell Area -> 44500 sq um
Post-Synthesis Cells -> 2476
CTS clk-pin slew, worst paths -> 0.06 ns
First-pass GRT wire length -> 146 mm
Max transition margin -> 36.2%
Via density -> 4.93
Pleak -> 0.0237 uW
Drt total wl -> 114 mm
Worst hold stages -> 4
Yosys top cell by instances -> dlxtn_1
Skew final -> 0 ns
Clock network latency to the later pin of the worst-skew pair -> 0.62 ns
Main synth FF type -> dlxtn_1
Area leader, netlist -> dfrtp_1
Outcome -> finished with violations
Number of enable flip-flop cells -> 0
Longest Clk Path Bufs -> 3
Critical path, cell by cell -> buf_2
CP peak stage delay -> 0.45 ns
Post-synthesis chip area from yosys -> 32900 sq um
Hpwl dp -> 68.1 mm
Largest delay contributor family on the critical path -> flip-flops
Seq cells post-synth -> 1056
Final design utilization -> 54.9%
Worst Path Arrival -> 1.22 ns
Top cells by area -> dfrtp_1 (39%), dlxtn_1 (25%), mux2_2 (17%), buf_4 (12%), nor3_1 (1.9%)
PD cells -> 1210 nW/um^2
Worst vdd ir -> 0.00118 V
Synth Warn # -> 3
H-tree level count -> 2
DRC viols -> 0
Count of buffers from port buffering -> 524
R2r worst-path depth -> 4
Worst Setup Slack post-DPL -> -1.25 ns
Area leader share -> 38.9%
Overall routing resource usage -> 25.7%
Syn avg cell area -> 13.3 sq um
Worst EP required -> 0.80 ns
Kind of critical path -> reg -> out
Mapped Area -> 32900 sq um
Largest net degree at the start of global routing -> 49
Post-synthesis async set-or-reset flop share -> 48.5%
Distinct lib cells -> 33
Worst Path Buf+Inv -> 1
Filler cells -> 6406
CP Capture Type -> output port
CTS root buf -> clkbuf_16
Remaining Overflow, GRT -> 0
CTS tree -> yes
Max-cap violation count -> 0
CP Launch Type -> flip-flop
Max Freq -> 0.702 GHz
Die W -> 289 um
DR WL/cell -> 27.5 um
Worst slew pin tran -> 0.957 ns
Drt first pass iters -> 4
Total tool warning count -> 28
Setup WS post-layout -> -0.425 ns
Slowest stage cell, crit path -> dfrtp_1
Final hold violation count -> 0
Stages on worst setup path -> 1
Post-synth top cells -> dlxtn_1 (544), buf_4 (512), dfrtp_1 (512)
Failing checks -> setup timing
Via Count -> 20418
Core area -> 80900 sq um
Antenna-violating nets left -> 0
Total CTS buffers -> 59
Layout area overhead -> 35.0%
Vert. Die Dim -> 289 um
Final worst path period share -> 142%
Total Power -> 53600 uW
==> placed cells by master, fill, tap and decap left out, types with 11 or more instances in the layout <==
master	instances
clkbuf_16	88
clkbuf_1	13
mux2_4	217
buf_8	13
nand2_1	12
nand3_4	48
clkinv_2	12
buf_6	71
buf_2	304
nand3_1	24
dfrtp_1	510
buf_12	91
nand3_2	25
nor3_2	23
clkbuf_8	11
mux2_2	295
nor3_4	140
clkbuf_2	182
dlxtn_1	544
buf_4	365
==> cells by family (layout without fill, tap and decap cells) <==
| group | count (synthesis) | in the layout | share of synthesized area (%) |
|---|---|---|---|
| buf+inv | 601 | 1204 | 12.9 |
| latches | 544 | 544 | 24.8 |
| mux | 512 | 512 | 17.5 |
| flops | 512 | 512 | 38.9 |
| simple gates | 307 | 308 | 5.88 |
==> routing by layer <==
metal | part of all wire [%] | track usage [%] | routed length [um]
met5 | 0 | 0 | 0
met4 | 3.2 | 6.87 | 3640
met3 | 8.6 | 8.59 | 9840
met2 | 48 | 39.9 | 54800
met1 | 40 | 35.9 | 45800
==> stage by stage <==
step	TNS, ns	std cells
final	-226.88	4140
after global routing	-256.61	4140
after CTS	-366.19	4011
after detailed placement	-590.03	3761
after global placement	-585.16	3761
after floorplan	-247.32	2476
==> what timing repair did <==
action                     4_1_cts  5_1_grt
cloned                          13       37
hold endpoints to repair       512        0
setup endpoints to repair     1024     1121
pin swaps                       15       48
hold buffers                     1        0
gates resized                 1535      547
buffers inserted               123      102
==> cell type report <==
| class | count | area [sq um] | area share [%] |
|---|---|---|---|
| clock buffers | 85 | 1730 | 3.88 |
| flip-flops and latches | 1056 | 21000 | 47.2 |
| repair inverters | 16 | 155 | 0.349 |
| inverters | 16 | 272 | 0.611 |
| multi-input cells | 820 | 10800 | 24.3 |
| repair buffers | 1064 | 8900 | 20.0 |
| clock inverters | 23 | 279 | 0.628 |
| well taps | 1060 | 1330 | 2.98 |
==> report_power, final <==
part	total, uW	internal [uW]	switching [uW]
Clock	22600	13500	9180
Sequential	24500	23200	1260
Combinational	6460	3370	3090
Total	53600	40100	13500
==> final timing paths <==
check                                            start                          end  slack, ns
min in group asynchronous                        reset   rowin3.point15.first_bit.q       0.33
max reg2reg                 rowin5.point10.first_bit.q   rowin5.point10.first_bit.q      -0.18
min                                          select[4]    rowin8.point7.first_bit.q       0.20
max in group asynchronous                        reset  rowin12.point15.first_bit.q       0.04
max                        rowin15.point6.second_bit.q                     out[492]      -0.42
min reg2reg                rowin8.point12.second_bit.q  rowin8.point12.second_bit.q       0.50
Power is estimated from default activity; no workload was simulated.
